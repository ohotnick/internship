### ./constraint.sdc
current_design simple_ram

set clk_period 115.9
set clk_io_pct 0.2

create_clock -name clk0 -period $clk_period [get_ports {clk}]

set non_clock_inputs [all_inputs -no_clocks]
set_input_delay [expr $clk_period * $clk_io_pct] -clock clk0 $non_clock_inputs
set_output_delay [expr $clk_period * $clk_io_pct] -clock clk0 [all_outputs]
### ./design.v
module simple_ram
#(parameter DATA_WIDTH = 32, parameter ADDR_WIDTH = 9)
(
	input [(DATA_WIDTH-1):0] data,
	input [(ADDR_WIDTH-1):0] r_w_addr,
	input we, clk,
	output reg [(DATA_WIDTH-1):0] q
);
	reg [DATA_WIDTH-1:0] ram[2**ADDR_WIDTH-1:0];
	always @ (posedge clk)
	begin
		if (we)
			ram[r_w_addr] <= data;
		q <= ram[r_w_addr];
	end
endmodule
### ./config.mk
export PLATFORM = sky130hd
export DESIGN_NAME = simple_ram
export DESIGN_NICKNAME = simple_ram
export VERILOG_FILES = /design/flow/design.v
export SDC_FILE = /design/flow/constraint.sdc
export NUM_CORES = 4
export LEC_CHECK = 1
export CORE_UTILIZATION = 30
export SYNTH_MEMORY_MAX_BITS = 65536
### ./run.sh
#!/bin/bash
# OpenROAD 26Q1-2900-gdf79404cd8, Yosys 0.63+post, stock flow scripts
make -C /OpenROAD-flow-scripts/flow DESIGN_CONFIG=/design/flow/config.mk WORK_HOME=/design/flow/orfs finish
==> run summary <==
Notes on the flow run.

- The checks that failed: max-capacitance violations, max-slew violations.
- The power report puts the leakage power at 225 nW.
- The core region is 2080000 um^2.
- The report gives the cell count of the worst hold path as 5.
- The count of maximum capacitance violations is 5, for reference.
- The commonest register cell is sky130_fd_sc_hd__edfxtp_1.
- Counting every sink on the clock net gives 16400.
- Per the run report, area growth between synthesis and finish was 16.2%.
- The share of power burned in registers is 53.0%, for reference.
- No sink is reached through more buffers than the 6 on the longest clock path.
- The path type of the worst min-delay path is register to register, for reference.
- The maximum vdd drop is 0.0149 mV, for reference.
- The source-to-sink clock delay at the later pin of the worst-skew pair is 1440 ps, for reference.
- The share of synthesized area in the top cell type comes to 78.5%.
- For this run the detailed placement stage logged an HPWL of 1310000 um.
- In this run the mean area of a mapped cell was 21.9 um^2.
- The internal portion of the total power is 9.70 mW.
- The initial utilization of the core area, before any placement, comes to 30.1%.
- In the Yosys report, the sequential cells make up 78.6% of the chip area.
- The kind of launch point of the worst setup path is a primary input, for reference.
- The final estimated routing congestion in global placement is 0.946, for reference.
- The transition time recorded at the tightest slew-check pin is 1580 ps.
- By count the netlist is led by 16400 x sky130_fd_sc_hd__edfxtp_1, 3354 x sky130_fd_sc_hd__mux4_2, 1597 x sky130_fd_sc_hd__mux2i_1.
- The number of buffers inserted by post-CTS setup repair is 0, for reference.
- Per the final report, max-transition violations number 16.
- The number of DRC violations after detailed routing is 0, for reference.
- In the final layout, the fill cell count is 187000.
- The post-cts resize count is 0, for reference.
- The finished layout holds 60100 standard cells, fillers aside.
- TritonCTS built the clock tree.
- In this run, the clock network consumes 41.9% of the power.
- The number of distinct library cells after synthesis is 80, for reference.
- In this run, the number of DRC markers left after iteration 0 of detailed routing was 23400.
- The register bit total from synthesis is 16400, for reference.
- The horizontal die size is 1450 um, for reference.
- In the post-route report, total wirelength is listed as 2090000 um.
- The worst hold slack is 896 ps, for reference.
- The average wire per standard cell is 34.7 um, for reference.
- The required time of the critical path is 117140 ps, for reference.
- The count of final hold-check violations is 0, for reference.
- The layout summary lists the proportion of cells stronger than drive strength 1 as 27.6%.
- The buffer cell driving the clock tree root is sky130_fd_sc_hd__clkbuf_16, for reference.
- Per the summary, power density relative to cell area is 17.0 nW/um^2.
- The combinational group share of total power is 5.1%, for reference.
- The total net switching power is 2.65 mW, for reference.
- The number of synthesized flops with an enable pin is 16400, for reference.
- The number of I/O pins is 75, for reference.
- Setup repair after global routing left no endpoint under its margin.
- The number of antenna violations at the first check in global routing came to 226.
- The via count of the first global-routing pass was 344000.
- The count of nets left with antenna violations once routing finished came out at 0.
- The overall power is 12.4 mW, for reference.
- In the final report, the number of endpoints failing setup comes to 0.
- The post-synthesis chip area from yosys is 627000 um^2, for reference.
- The category of the critical setup timing path is primary input to register, for reference.
- The first TritonRoute pass finished after 6 iterations.
- Clock-pin slew was measured on the worst setup and hold paths at 60 ps.
- The peak clock frequency supported by timing is 0.0311 GHz, for reference.
- The count of buffers added on input and output ports is 74.
- The biggest area contributor in the post-synthesis netlist is sky130_fd_sc_hd__edfxtp_1.
- In this run, post-CTS hold repair placed 0 buffers.
- STA puts the critical path data arrival time at 33380 ps.
- The global routing report lists combined usage of all routing layers as 21.2%.
- The H-tree depth is 7, for reference.
- Across all stage logs, warnings added up to 55.
- The first-pass GRT wire length is 2820000 um, for reference.
- The number of rows in the core area is 530, for reference.
- The top cell type by instance count after synthesis is sky130_fd_sc_hd__edfxtp_1, for reference.
- The maximum clock skew at final layout is 161 ps, for reference.
- Max fanout on the critical path was recorded as 72.
- The number of placed instances with taps included is 56600, for reference.
- Dividing the final minimum period by the clock period gives 27.7%.
- After technology mapping, the gate count stands at 28600.
- The headroom to the max-slew limit is -5.82%, for reference.
- The ratio of routed vias to standard cells is 5.27, for reference.
- The number of clock buffers added by TritonCTS is 1671.
- The vertical die size is 1450 um, for reference.
- After global routing the overflow that remains totals 0.
- After synthesis, the design contains 28600 cells according to Yosys.
- The run finished, with violations left.
- For the finished layout, the period the worst path requires is 32130 ps.
- After synthesis the cells add up to 627000 um^2.
- The critical path capture point type is a register, for reference.
- In the final timing run, aggregate negative setup slack is 0 ps.
- For the worst flop-to-flop path, the logic depth is 8.
- Sorting the synthesized cells by area gives the leading types as sky130_fd_sc_hd__edfxtp_1 78%, sky130_fd_sc_hd__mux4_2 12%, sky130_fd_sc_hd__mux2i_1 2.5%.
- The total via count after detailed routing is 317000, for reference.
- The largest net degree at the start of global routing is 129, for reference.
- The share of total power consumed by net switching is 21.5%, for reference.
- The synthesis report gives the async set-or-reset register share as 0%.
- The chip occupies 2100000 um^2.
- The count of synthesis-stage warnings from yosys is 1, for reference.
[cell families (layout without fill, tap and decap cells)]
family                 Yosys count  count (layout)  synth area share [%]
AOI/OAI and AO/OA             2880            2880                  3.18
and+or+nand+nor               2278            2278                  1.78
buffers and inverters         1763            5136                  1.39
DFF                          16400           16400                  78.6
muxes                         5235            5235                  15.1
other                            0             503                     0
[cell usage in the layout, fill, tap and decap left out, drive strengths merged, types with 33 or more instances in the layout]
| master | instances |
|---|---|
| edfxtp | 16400 |
| mux4 | 3354 |
| buf | 2106 |
| clkbuf | 2056 |
| mux2i | 1597 |
| clkinv | 701 |
| a22oi | 617 |
| nor2 | 610 |
| nand2 | 572 |
| diode | 503 |
| nand4 | 452 |
| a21oi | 448 |
| o22ai | 425 |
| o21ai | 364 |
| mux2 | 284 |
| a22o | 243 |
| nand3 | 223 |
| a211oi | 152 |
| a221oi | 151 |
| bufinv | 138 |
| nor3 | 108 |
| a31oi | 107 |
| nor4 | 73 |
| o211ai | 67 |
| inv | 58 |
| and3 | 53 |
| nor2b | 49 |
| a2111oi | 47 |
| clkinvlp | 44 |
| a32oi | 41 |
| and4 | 34 |
| clkdlybuf4s50 | 33 |
[path summary, 6_finish.rpt]
check	startpoint	end	slack, ps
setup / recovery	r_w_addr[0]	q[18]	83770
hold / removal	ram[424][0]	q[0]	900
setup reg to reg	ram[403][22]	q[22]	110480
hold reg to reg	ram[424][0]	q[0]	900
[cell type report]
| class | instances | area (um^2) | area share [%] |
|---|---|---|---|
| flip-flops and latches | 16400 | 493000 | 67.6 |
| repair buffers | 2140 | 17100 | 2.34 |
| clock inverters | 908 | 8030 | 1.10 |
| clock buffers | 2055 | 43900 | 6.02 |
| inverters | 33 | 144 | 0.0197 |
| well taps | 27700 | 34600 | 4.75 |
| diodes | 503 | 1260 | 0.173 |
| multi-input cells | 10400 | 131000 | 18.0 |
[per-stage QoR]
| stage | util, % | setup slack, ps | area [um^2] |
|---|---|---|---|
| floorplan | - | 88900 | 627000 |
| global placement | 32.4 | 81740 | 675000 |
| detailed placement | 32.4 | 82100 | 676000 |
| CTS | 34.9 | 83490 | 728000 |
| global route | 35.0 | 82930 | 729000 |
| finish | 35.0 | 83770 | 729000 |
[registers in the layout, indices dropped and copies added (netlist names)]
| signal | count |
|---|---|
| q | 32 |
| ram | 16384 |
[power by group through the flow]
stage | Combinational [mW] | Clock (mW) | Sequential [mW]
4_1_cts | 0.621 | 5.23 | 6.55
5_1_grt | 0.658 | 5.45 | 6.55
6_report | 0.632 | 5.18 | 6.55
[worst max-delay path, cell delays in order]
cell,delay (ps)
sky130_fd_sc_hd__buf_16,170
sky130_fd_sc_hd__buf_12,470
sky130_fd_sc_hd__buf_4,510
sky130_fd_sc_hd__buf_12,470
sky130_fd_sc_hd__buf_12,550
sky130_fd_sc_hd__buf_4,580
sky130_fd_sc_hd__buf_4,620
sky130_fd_sc_hd__buf_4,660
sky130_fd_sc_hd__buf_4,720
sky130_fd_sc_hd__buf_4,670
sky130_fd_sc_hd__buf_4,670
sky130_fd_sc_hd__mux4_2,600
sky130_fd_sc_hd__mux4_2,510
sky130_fd_sc_hd__a211oi_2,410
sky130_fd_sc_hd__buf_4,180
sky130_fd_sc_hd__o211ai_1,340
sky130_fd_sc_hd__buf_6,310
sky130_fd_sc_hd__nor4_2,870
sky130_fd_sc_hd__buf_4,270
sky130_fd_sc_hd__nand4b_1,90
[metal layers]
layer  GRT usage (%)  wire [um]  up-vias
li1                -          -   126000
met1            17.2     525000   158000
met2            29.4     915000    27500
met3            22.7     491000     4590
met4            11.4     141000      318
met5            7.26      16000        -
Power is estimated from default activity; no workload was simulated.
